==> design.v <==
package stop_it_pkg;
typedef enum logic [4:0] {
    WAITING_TO_START,
    STARTING,
    DECREMENTING,
    CORRECT,
    WRONG,
    WON
} state_t;
endpackage
package dinorun_pkg;
localparam int ScreenWidth = 640;
localparam int ScreenHeight = 480;
localparam int Ground = 400;
localparam int ObstacleInitialX = 640;
typedef enum logic [1:0] {
    STARTING,
    PLAYING,
    HIT
} state_t;
endpackage
module score_counter (
    input  logic       clk_i,
    input  logic       rst_ni,
    input  logic       en_i,
    output logic [3:0] digit0_o,
    output logic [3:0] digit1_o,
    output logic [3:0] digit2_o,
    output logic [3:0] digit3_o
);
logic [3:0] digit0_d, digit0_q;
logic [3:0] digit1_d, digit1_q;
logic [3:0] digit2_d, digit2_q;
logic [3:0] digit3_d, digit3_q;
assign digit0_o = digit0_q;
assign digit1_o = digit1_q;
assign digit2_o = digit2_q;
assign digit3_o = digit3_q;
always_comb begin
    digit0_d = digit0_q + 1;
    digit1_d = digit1_q;
    digit2_d = digit2_q;
    digit3_d = digit3_q;
    if (digit0_d == 10) begin
        digit0_d = 0;
        digit1_d = digit1_q + 1;
    end
    if (digit1_d == 10) begin
        digit1_d = 0;
        digit2_d = digit2_q + 1;
    end
    if (digit2_d == 10) begin
        digit2_d = 0;
        digit3_d = digit3_q + 1;
    end
end
always_ff @(posedge clk_i) begin
    if (!rst_ni) begin
        digit0_q <= 0;
        digit1_q <= 0;
        digit2_q <= 0;
        digit3_q <= 0;
    end else if (en_i) begin
        digit0_q <= digit0_d;
        digit1_q <= digit1_d;
        digit2_q <= digit2_d;
        digit3_q <= digit3_d;
    end
end
endmodule
==> run.sh <==
#!/bin/bash
# OpenROAD 26Q1-2900-gdf79404cd8, Yosys 0.63+post, stock flow scripts
make -C /OpenROAD-flow-scripts/flow DESIGN_CONFIG=/design/flow/config.mk WORK_HOME=/design/flow/orfs finish
==> config.mk <==
export PLATFORM = sky130hd
export DESIGN_NAME = score_counter
export DESIGN_NICKNAME = score_counter
export VERILOG_FILES = /design/flow/design.v
export SDC_FILE = /design/flow/constraint.sdc
export NUM_CORES = 4
export LEC_CHECK = 1
export CORE_AREA = 10 10 76 76
export DIE_AREA = 0 0 86 86
==> constraint.sdc <==
current_design score_counter

set clk_period 5.0
set clk_io_pct 0.2

create_clock -name clk0 -period $clk_period [get_ports {clk_i}]

set non_clock_inputs [all_inputs -no_clocks]
set_input_delay [expr $clk_period * $clk_io_pct] -clock clk0 $non_clock_inputs
set_output_delay [expr $clk_period * $clk_io_pct] -clock clk0 [all_outputs]
==> flow_summary.html <==
<h2>Implementation results</h2>
<table>
<tr><th>Metric</th><th>Value</th></tr>
<tr><th colspan="2">Run status</th></tr>
<tr><td>Status</td><td>finished, final reports clean</td></tr>
<tr><th colspan="2">Global route</th></tr>
<tr><td>Number of global-route vias before repair</td><td>944</td></tr>
<tr><td>Remaining global-route overflow</td><td>0</td></tr>
<tr><td>First-pass GRT wire length</td><td>4490 um</td></tr>
<tr><td>Global-route usage over all layers</td><td>0.0716</td></tr>
<tr><td>Pin count of the biggest net entering global routing</td><td>19</td></tr>
<tr><td>Initial antenna violation count</td><td>0</td></tr>
<tr><th colspan="2">CTS</th></tr>
<tr><td>Hold bufs inserted after CTS</td><td>0</td></tr>
<tr><td>Clock latency reported for the late side of the worst-skew pair</td><td>0.25 ns</td></tr>
<tr><td>Total CTS buffers</td><td>3</td></tr>
<tr><td>Number of H-tree branching levels</td><td>1</td></tr>
<tr><td>Cell at the root of the clock tree</td><td>sky130_fd_sc_hd__clkbuf_8</td></tr>
<tr><td>Buffer depth of the longest clock path</td><td>2</td></tr>
<tr><td># resized after CTS</td><td>0</td></tr>
<tr><td>Clock tree from TritonCTS</td><td>done</td></tr>
<tr><td>Number of buffers inserted by post-CTS setup repair</td><td>0</td></tr>
<tr><td>Sink count of the clock tree</td><td>16</td></tr>
<tr><td>Clock-pin transition on the worst setup and hold timing paths</td><td>0.06 ns</td></tr>
<tr><th colspan="2">Drt</th></tr>
<tr><td>DRC marker count from the first detailed-route iteration</td><td>115</td></tr>
<tr><td>Average detailed-routed wire length per instance</td><td>13.0 um</td></tr>
<tr><td>Vias per Instance</td><td>5.02</td></tr>
<tr><td>Tally of nets with antenna violations remaining after routing</td><td>0</td></tr>
<tr><td>Number of iterations in the first detailed-routing pass</td><td>4</td></tr>
<tr><td>Via Count</td><td>989</td></tr>
<tr><td>Final wirelength</td><td>2560 um</td></tr>
<tr><td>Antenna cell count</td><td>0</td></tr>
<tr><td>Final routed DRC violation total</td><td>0</td></tr>
<tr><th colspan="2">Yosys</th></tr>
<tr><td>Compound-Gate Fraction of Synth Area</td><td>0.214</td></tr>
<tr><td>Post-synthesis xor/xnor area fraction</td><td>0.0478</td></tr>
<tr><td>Biggest area cells</td><td>sky130_fd_sc_hd__dfxtp_1, sky130_fd_sc_hd__ha_1, sky130_fd_sc_hd__nand2_1</td></tr>
<tr><td>MUX area fraction</td><td>0.0683</td></tr>
<tr><td>Cell area after synthesis</td><td>1100 um2</td></tr>
<tr><td>Adder-cell share of the synthesized area</td><td>0.0569</td></tr>
<tr><td>Mean instance size in the synthesized netlist</td><td>8.40 um2</td></tr>
<tr><td>Portion of the post-synthesis area used by sequential elements</td><td>0.291</td></tr>
<tr><td>Predominant post-synthesis flop cell</td><td>sky130_fd_sc_hd__dfxtp_1</td></tr>
<tr><td>Count of yosys warnings during synthesis</td><td>1</td></tr>
<tr><td>Yosys synthesis chip area</td><td>1100 um2</td></tr>
<tr><td>Largest type area fraction</td><td>0.291</td></tr>
<tr><td>Area share of and/or/nand/nor cells after synthesis</td><td>0.281</td></tr>
<tr><td>Largest logic family</td><td>simple AND/OR/NAND/NOR gates</td></tr>
<tr><td>Number of synthesized register bits</td><td>16</td></tr>
<tr><td>Cell accounting for the most synthesized area</td><td>sky130_fd_sc_hd__dfxtp_1</td></tr>
<tr><td>Post-Synthesis Cells</td><td>131</td></tr>
<tr><td>Number of enable-type register cells in the synthesized netlist</td><td>0</td></tr>
<tr><td>Distinct cell type count of the synthesized netlist</td><td>49</td></tr>
<tr><td># Cells Yosys</td><td>131</td></tr>
<tr><td>Ys async rst share</td><td>0</td></tr>
<tr><th colspan="2">Timing</th></tr>
<tr><td>Max Clock Skew</td><td>0.00156 ns</td></tr>
<tr><td>Relative slew slack</td><td>0.587</td></tr>
<tr><td>Tmin final</td><td>2.70 ns</td></tr>
<tr><td>Slew at the pin closest to its max-slew limit</td><td>0.617 ns</td></tr>
<tr><td>Setup TNS after final layout</td><td>0 ns</td></tr>
<tr><td>Final hold violation count</td><td>0</td></tr>
<tr><td>Max-slew violation count</td><td>0</td></tr>
<tr><td>Final Worst Setup Slack</td><td>2.30 ns</td></tr>
<tr><td>Unrepaired setup endpoints after global routing</td><td>false</td></tr>
<tr><td>Achievable frequency</td><td>371 MHz</td></tr>
<tr><td>Fin crit share</td><td>0.539</td></tr>
<tr><td>Setup-failing EPs final</td><td>0</td></tr>
<tr><th colspan="2">Setup path</th></tr>
<tr><td>Slowest stage delay, CP</td><td>0.86 ns</td></tr>
<tr><td>Critical path class</td><td>in -&gt; reg</td></tr>
<tr><td>Cell type group with the largest total delay on the critical path</td><td>buffers and inverters</td></tr>
<tr><td>Library cell contributing the largest single delay on the critical path</td><td>sky130_fd_sc_hd__clkdlybuf4s50_1</td></tr>
<tr><td>Critical path capture point type</td><td>flop</td></tr>
<tr><td>Crit path DAT</td><td>2.88 ns</td></tr>
<tr><td>Startpoint types</td><td>input pin</td></tr>
<tr><td>Chain of cells forming the critical path</td><td>clkdlybuf4s50_1 &gt; nand2_1 &gt; a31o_2 &gt; o32a_1 &gt; a21oi_1 &gt; mux2i_1</td></tr>
<tr><td>Required time worst endpoint</td><td>5.18 ns</td></tr>
<tr><td>Largest fanout on the critical path</td><td>18</td></tr>
<tr><td>Buffers and inverters on the worst path</td><td>1</td></tr>
<tr><th colspan="2">Pwr</th></tr>
<tr><td>Leakage power figure</td><td>0.454 nW</td></tr>
<tr><td>Gate power share</td><td>0.067</td></tr>
<tr><td>Proportion of power drawn by flip-flops and latches</td><td>0.497</td></tr>
<tr><td>Sw frac</td><td>0.222</td></tr>
<tr><td>Psw</td><td>0.0592 mW</td></tr>
<tr><td>Pwr dens</td><td>195 nW/um2</td></tr>
<tr><td>VDD IR-drop max</td><td>103 uV</td></tr>
<tr><td>Total power draw</td><td>0.266 mW</td></tr>
<tr><td>Clock share of power</td><td>0.437</td></tr>
<tr><td>Internal power</td><td>0.207 mW</td></tr>
<tr><th colspan="2">Floorplanning</th></tr>
<tr><td>Site row count</td><td>23</td></tr>
<tr><td>Vertical die dimension</td><td>86 um</td></tr>
<tr><td>Total die size</td><td>7400 um2</td></tr>
<tr><td>X dimension of the die</td><td>86 um</td></tr>
<tr><td>Number of I/O pins</td><td>19</td></tr>
<tr><td>Core box area</td><td>4120 um2</td></tr>
<tr><td>Pre-placement core utilization</td><td>0.267</td></tr>
<tr><th colspan="2">Place</th></tr>
<tr><td>Global placement routability congestion</td><td>0.827</td></tr>
<tr><td>Port Buffers</td><td>18</td></tr>
<tr><td>Post-detail-place hpwl</td><td>1840 um</td></tr>
<tr><td>Cell total after placement</td><td>193</td></tr>
<tr><td>Worst slack, placed</td><td>2.06 ns</td></tr>
<tr><th colspan="2">Hold path</th></tr>
<tr><td>Class of the worst hold path</td><td>reg -&gt; reg</td></tr>
<tr><th colspan="2">Finish</th></tr>
<tr><td>Layout cell share with drive strength beyond 1</td><td>0.0612</td></tr>
<tr><td>Area Overhead vs Synth</td><td>24.3%</td></tr>
<tr><td>Fill count</td><td>423</td></tr>
<tr><td>Post-Layout Cell Count</td><td>197</td></tr>
<tr><th colspan="2">Flow run</th></tr>
<tr><td>Max-capacitance violation count</td><td>0</td></tr>
<tr><td>OpenROAD warning count</td><td>26</td></tr>
</table>
[layout by cell type (no fill, tap or decap), types with 4 or more instances in the layout]
cell type and count:
sky130_fd_sc_hd__nand2b_1 6, sky130_fd_sc_hd__dfxtp_1 16, sky130_fd_sc_hd__nand3_1 5, sky130_fd_sc_hd__nand2_1 14, sky130_fd_sc_hd__nor2_1 10, sky130_fd_sc_hd__mux2i_1 5, sky130_fd_sc_hd__clkbuf_8 4, sky130_fd_sc_hd__a21oi_1 5
sky130_fd_sc_hd__xnor2_1 5, sky130_fd_sc_hd__clkdlybuf4s50_1 18, sky130_fd_sc_hd__and2_1 4, sky130_fd_sc_hd__ha_1 5
[power by group through the flow]
stage	Sequential (mW)	Clock, mW	Combinational (mW)
after CTS	0.132	0.122	0.0180
after global routing	0.133	0.128	0.0205
final	0.132	0.116	0.0177
[cells by family (layout without fill, tap and decap cells)]
logic type                 count (synthesis)  in the layout
AOI/OAI and AO/OA                         31             31
xor gates and xnor gates                   6              6
adders and majority gates                  5              5
buffers and inverters                     10             26
DFF                                       16             16
muxes                                      7              7
and+or+nand+nor                           56             56
[final timing paths]
check | cells after the start | end | slack, ns | from
max | 6 | digit3_q[3] | 2.30 | en_i
min | 2 | digit3_q[3] | 0.48 | digit3_q[3]
max reg2reg | 8 | digit3_q[3] | 2.36 | digit0_q[0]
min reg2reg | 2 | digit3_q[3] | 0.48 | digit3_q[3]
[state kept, by name (all words and copies together) (netlist names)]
| signal | flops |
|---|---|
| digit3_q | 4 |
| digit0_q | 4 |
| digit2_q | 4 |
| digit1_q | 4 |
[tightest hold or removal path, delay by kind of cell (launching register included)]
kind / cells / cell delay (ns)
muxes: 1 / 0.06
DFF: 1 / 0.32
and+or+nand+nor: 1 / 0.05
[Yosys cell counts (all sizes together) (2+ instances only)]
cell type  number
a41oi           2
xnor2           5
a31oi           3
nand2b          6
a311oi          2
mux2i           6
o21a            2
nand2          14
nor2           10
clkbuf          3
and3            3
buf             3
nand3b          2
inv             3
dfxtp          16
nand3           5
nand4           2
a31o            2
and2            4
or3b            3
a21oi           6
o21ai           3
nand4bb         2
ha              5
[routing by layer]
| layer | vias to the layer above | part of all wire | track usage |
|---|---|---|---|
| met2 | 19 | 0.42 | 0.112 |
| met4 | 0 | 0.014 | 0.00749 |
| met3 | 4 | 0.070 | 0.0248 |
| met5 | - | 0 | 0 |
| met1 | 454 | 0.49 | 0.0959 |
| li1 | 512 | - | - |
[metrics by stage]
stage	hold slack, ns	util	instance area (um2)
2_1_floorplan	0.430	-	1100
3_3_place_gp	0.465	0.319	1310
3_5_place_dp	0.470	0.319	1310
4_1_cts	0.490	0.332	1370
5_1_grt	0.496	0.332	1370
6_report	0.485	0.332	1370
[area by class of cell]
type / count / area, um2 / share of cell area
multi-input cells: 105 / 734 / 0.537
clock buffers: 4 / 55.1 / 0.0403
well taps: 50 / 62.6 / 0.0457
inverters: 4 / 15.0 / 0.0110
flip-flops and latches: 16 / 320 / 0.234
repair buffers: 18 / 180 / 0.132
Power and IR drop assume default switching activity.
