===== /design/flow/run.sh =====
#!/bin/bash
# OpenROAD 26Q1-2900-gdf79404cd8, Yosys 0.63+post, stock flow scripts
make -C /OpenROAD-flow-scripts/flow DESIGN_CONFIG=/design/flow/config.mk WORK_HOME=/design/flow/orfs finish

===== /design/flow/design.v =====
package stop_it_pkg;
typedef enum logic [4:0] {
    WAITING_TO_START,
    STARTING,
    DECREMENTING,
    CORRECT,
    WRONG,
    WON
} state_t;
endpackage
package dinorun_pkg;
localparam int ScreenWidth = 640;
localparam int ScreenHeight = 480;
localparam int Ground = 400;
localparam int ObstacleInitialX = 640;
typedef enum logic [1:0] {
    STARTING,
    PLAYING,
    HIT
} state_t;
endpackage
module basys3_7seg_driver (
    input              clk_1k_i,
    input              rst_ni,
    input  logic       digit0_en_i,
    input  logic [3:0] digit0_i,
    input  logic       digit1_en_i,
    input  logic [3:0] digit1_i,
    input  logic       digit2_en_i,
    input  logic [3:0] digit2_i,
    input  logic       digit3_en_i,
    input  logic [3:0] digit3_i,
    output logic [3:0] anode_o,
    output logic [6:0] segments_o
);
logic [6:0] seg_n;
logic [3:0] digit_i;
hex7seg hex7seg_inst (
    .d3(digit_i[3]),
    .d2(digit_i[2]),
    .d1(digit_i[1]),
    .d0(digit_i[0]),
    .A(seg_n[0]),
    .B(seg_n[1]),
    .C(seg_n[2]),
    .D(seg_n[3]),
    .E(seg_n[4]),
    .F(seg_n[5]),
    .G(seg_n[6])
);
logic [3:0] count_d, count_q;
always_ff @(posedge clk_1k_i)
    begin
        if(!rst_ni) begin
            count_q <= 2'b00;
        end else begin
            count_q <= count_d;
        end
    end
assign count_d = count_q + 1;
always_comb
    begin
        anode_o = 4'b1111;
        digit_i = 4'b0000;
        case (count_q)
            2'b00: begin
                if (digit0_en_i) begin
                    digit_i = digit0_i;
                    anode_o = 4'b1110;
                end else begin
                    anode_o = 4'b1111;
                end
            end
            2'b01: begin
                if (digit1_en_i) begin
                    digit_i = digit1_i;
                    anode_o = 4'b1101;
                end else begin
                    anode_o = 4'b1111;
                end
            end
            2'b10: begin
                if (digit2_en_i) begin
                    digit_i = digit2_i;
                    anode_o = 4'b1011;
                end else begin
                    anode_o = 4'b1111;
                end
            end
            2'b11: begin
                if (digit3_en_i) begin
                    digit_i = digit3_i;
                    anode_o = 4'b0111;
                end else begin
                    anode_o = 4'b1111;
                end
            end
            default: begin
                digit_i = 4'b0000;
                anode_o = 4'b1111;
            end
        endcase
    end
always_comb
    begin
        if (anode_o == 4'b1111) begin
            segments_o = 7'b1111111;
        end else begin
            segments_o = ~seg_n;
        end
    end
endmodule
module hex7seg(
    input  logic d3,d2,d1,d0,
    output logic A,B,C,D,E,F,G
);
assign A = ~((~d3 & ~d2 & ~d1 & d0) | (~d3 & d2 & ~d1 & ~d0)
 | (d3 & ~d2 & d1 & d0) | (d3 & d2 & ~d1 & d0));
assign B = ~((~d3 & d2 & ~d1 & d0) | (~d3 & d2 & d1 & ~d0)
 | (d3 & ~d2 & d1 & d0) | (d3 & d2 & ~d1 & ~d0) | (d3 & d2 & d1 & ~d0) | (d3 & d2 & d1 & d0));
assign C = ~((~d3 & ~d2 & d1 & ~d0) | (d3 & d2 & ~d1 & ~d0)
 | (d3 & d2 & d1 & ~d0) | ( d3 & d2 & d1 & d0));
assign D = ~((~d3 & ~d2 & ~d1 & d0) | (~d3 & d2 & ~d1 & ~d0)
 | (~d3 & d2 & d1 & d0) | (d3 & ~d2 & d1 & ~d0) | (d3 & d2 & d1 & d0));
assign E = ~((~d3 & ~d2 & ~d1 & d0) | (~d3 & ~d2 & d1 & d0)
 | (~d3 & d2 & ~d1 & ~d0) | (~d3 & d2 & ~d1 & d0) | (~d3 & d2 & d1 & d0) | (d3 & ~d2 & ~d1 & d0));
assign F = ~((~d3 & ~d2 & ~d1 & d0) | (~d3 & ~d2 & d1 & ~d0)
 | (~d3 & ~d2 & d1 & d0) | (~d3 & d2 & d1 & d0) | (d3 & d2 & ~d1 & d0));
assign G = ~((~d3 & ~d2 & ~d1 & ~d0) | (~d3 & ~d2 & ~d1 & d0)
 | (~d3 & d2 & d1 & d0) | (d3 & d2 & ~d1 & ~d0));
endmodule

===== /design/flow/constraint.sdc =====
current_design basys3_7seg_driver

set clk_period 3.7
set clk_io_pct 0.2

create_clock -name clk0 -period $clk_period [get_ports {clk_1k_i}]

set non_clock_inputs [all_inputs -no_clocks]
set_input_delay [expr $clk_period * $clk_io_pct] -clock clk0 $non_clock_inputs
set_output_delay [expr $clk_period * $clk_io_pct] -clock clk0 [all_outputs]

===== /design/flow/config.mk =====
export PLATFORM = sky130hd
export DESIGN_NAME = basys3_7seg_driver
export DESIGN_NICKNAME = basys3_7seg_driver
export VERILOG_FILES = /design/flow/design.v
export SDC_FILE = /design/flow/constraint.sdc
export NUM_CORES = 4
export LEC_CHECK = 1
export CORE_AREA = 10 10 80 80
export DIE_AREA = 0 0 90 90

==> results_slide.txt <==
Key Metrics from the Run

Outcome
  • Status: finished, final reports clean

Logic synthesis
  • Register area share after synthesis: 11.9%
  • Synthesized area per cell: 7.32 sq um
  • Ys flops: 4
  • Yosys Chip Area: 673 sq um
  • Synth warn: 1
  • Post-synthesis cell count: 92
  • Mapped Area: 673 sq um
  • Yosys cell count: 92
  • Distinct cells, synth: 33

CTS
  • CTS tree: built
  • Num CTS Buffers: 3
  • Max clock buf depth: 2
  • Clock root buffer: clkbuf_8
  • Latency at later pin: 0.21 ns
  • Post-CTS Setup Inserts: 0
  • Reg clk slew, reported paths: 0.03 ns
  • Clock H-tree levels: 1
  • Clk sinks: 4

Final timing
  • Final setup TNS: 0 ns
  • Final period utilization: 96.9%
  • Fin Hold WS: 0.500 ns
  • Worst Tran Pin Value: 0.517 ns
  • Pins over their slew limit: 0
  • Clk_skew: 0.000831 ns
  • Normalized max-slew margin: 65.5%
  • Final Hold Viols: 0
  • Final worst slack: 0.116 ns
  • Final setup violation count: 0
  • RSZ-0062 raised after global routing: false
  • Min Tclk post-route: 3.58 ns
  • Fmax: 279 MHz

Route
  • Residual DRC: 0
  • Drt wl/cell: 12.5 um
  • Final WL: 2350 um
  • Diode count: 0
  • Via Count: 758
  • First drt pass iteration count: 4
  • DRT iter0 DRCs: 86
  • Post-route ant nets: 0
  • Vias per Instance: 4.01

Cells and area
  • Max reg flops: 4
  • Biggest regs: count_q (4)
  • Layout cells sized above 1: 10.7%
  • Layout Area Growth over Synthesis: 59.3%
  • Cell area after layout: 1070 sq um
  • Cell Count, Final, Fillers Out: 189
  • Top reg by flops: count_q

Die
  • Placeable Area: 4720 sq um
  • Die W: 90 um
  • Die ar.: 8100 sq um
  • Num rows: 25
  • Die height: 90 um
  • Starting density of the core: 14.3%
  • Io pins: 33

Global route
  • Initial antenna violation count: 0
  • First-pass GRT wire length: 3770 um
  • Vias in the first global route: 756
  • Remaining global-route overflow: 0
  • Largest net degree at the start of global routing: 13
  • Total Routing Usage GR: 5.60%

Pwr
  • Internal power: 221 uW
  • Leak: 0.393 nW
  • PwrDens: 295 nW/um^2
  • Sw frac: 30.2%
  • Net Switching: 95.8 uW
  • Maximum vdd drop: 99.6 uV
  • Clock power share: 28.1%
  • Gate power share: 55.9%
  • Flop pwr share: 15.9%

Critical path
  • Cell repeated most along the worst path: clkdlybuf4s50_1
  • Critical Path, Cell by Cell: clkdlybuf4s50_1, and4bb_2, nand2_1, nand4_1, nor2_1, xor2_1, o221ai_1, clkdlybuf4s50_1
  • CP Max Fanout: 6
  • Critical path buffers and inverters: 2
  • Top Family by Delay on Critical Path: buffers and inverters
  • Critical path data arrival time: 2.84 ns
  • Crit path required time: 2.96 ns
  • CP max stage cell: clkdlybuf4s50_1
  • Startpoint types: primary input
  • Critical path type: in2out
  • Max incr delay on CP: 0.50 ns
  • Crit end category: output pin

Placement
  • Placed inst area: 1030 sq um
  • RePlAce Congestion: 0.827
  • Port bufs: 32
  • Placed Cells: 186
  • DP HPWL: 1990 um
  • Setup Slack @ Placement: 0.0366 ns

Job
  • OpenROAD warning count: 28
  • Max Cap Viol: 0

Worst hold path
  • HP Class: reg2reg
-- per-stage QoR --
stage          util, %  power (mW)
2_1_floorplan        -       0.141
3_3_place_gp      21.8       0.230
3_5_place_dp      21.8       0.230
4_1_cts           22.6       0.323
5_1_grt           22.7       0.341
6_report          22.7       0.317
-- cell families after synthesis --
family,share of synthesized area (%)
xor gates and xnor gates,5.21
and+or+nand+nor,46.7
AOI/OAI and AO/OA,17.7
DFF,11.9
buffers and inverters,9.48
adders and majority gates,9.11
-- placed cells by master, fill, tap and decap left out, types with 2 or more instances in the layout --
cell,synthesis,routed
clkdlybuf4s50_1,0,32
nand2_1,19,18
a21oi_1,6,6
nor2_1,5,5
nand4_1,5,5
inv_1,4,4
nand2b_1,4,4
nand3_1,4,4
and4bb_2,3,4
ha_1,4,4
dfxtp_1,4,4
nor3_1,3,3
and2_1,3,3
clkbuf_8,0,3
nand2_2,1,2
a22oi_1,2,2
o221ai_1,2,2
xnor2_1,2,2
nor4_1,2,2
xor2_1,2,2
-- synthesized netlist by cell type (all sizes together) --
cell type	count	share of area [%]
a2111oi	1	4.1
a21o	1	1.1
a21oi	6	4.5
a22oi	2	2.2
and2	3	2.8
and4	3	4.5
and4bb	4	7.4
buf	4	6.1
clkbuf	1	1.1
dfxtp	4	12
ha	4	7.4
inv	4	2.2
maj3	1	1.7
nand2	20	12
nand2b	4	3.7
nand3	4	3.0
nand4	5	4.6
nand4b	1	1.3
nor2	5	2.8
nor2b	1	0.93
nor3	3	2.2
nor4	2	1.9
o211ai	1	1.1
o21ai	1	0.74
o221ai	2	2.6
o311ai	1	1.3
xnor2	2	2.6
xor2	2	2.6
-- routing by layer --
| metal | GRT usage (%) | share of wire (%) | wire length [um] |
|---|---|---|---|
| met3 | 1.84 | 7.1 | 168 |
| met1 | 6.96 | 46 | 1080 |
| met5 | 0 | 0 | 0 |
| met2 | 9.50 | 47 | 1110 |
| met4 | 0.531 | 0 | 0 |
-- cell type report --
| class | instances | area [sq um] |
|---|---|---|
| fillers | 517 | 3650 |
| multi-input cells | 79 | 532 |
| repair buffers | 32 | 320 |
| well taps | 67 | 83.8 |
| flip-flops and latches | 4 | 80.1 |
| clock buffers | 3 | 41.3 |
| inverters | 4 | 15.0 |
-- final timing paths --
check | slack (ns) | to | cells after the start | from
setup / recovery | 0.12 | segments_o[1] | 8 | digit2_en_i
hold reg to reg | 0.50 | count_q[0] | 1 | count_q[0]
hold / removal | 0.50 | count_q[0] | 1 | count_q[0]
setup reg to reg | 2.59 | count_q[2] | 3 | count_q[0]
-- timing repair --
| item | CTS | global route |
|---|---|---|
| resized | 0 | 2 |
| hold buffers | 0 | 0 |
| hold endpoints to repair | 0 | 0 |
| endpoints found under the setup margin | 0 | 7 |
-- power groups by stage --
stage	Sequential, mW	Combinational (mW)	Clock, mW
after CTS	0.0505	0.180	0.0925
after global routing	0.0512	0.195	0.0954
final	0.0505	0.177	0.0891
Power and IR drop assume default switching activity.
