===== ./run.sh =====
#!/bin/bash
# OpenROAD 26Q1-2900-gdf79404cd8, Yosys 0.63+post, stock flow scripts
make -C /OpenROAD-flow-scripts/flow DESIGN_CONFIG=/design/flow/config.mk WORK_HOME=/design/flow/orfs finish

===== ./config.mk =====
export PLATFORM = sky130hd
export DESIGN_NAME = vga_timer
export DESIGN_NICKNAME = vga_timer
export VERILOG_FILES = /design/flow/design.v
export SDC_FILE = /design/flow/constraint.sdc
export NUM_CORES = 4
export LEC_CHECK = 1
export CORE_AREA = 10 10 107 107
export DIE_AREA = 0 0 117 117

===== ./constraint.sdc =====
current_design vga_timer

set clk_period 2.9
set clk_io_pct 0.2

create_clock -name clk0 -period $clk_period [get_ports {clk_i}]

set non_clock_inputs [all_inputs -no_clocks]
set_input_delay [expr $clk_period * $clk_io_pct] -clock clk0 $non_clock_inputs
set_output_delay [expr $clk_period * $clk_io_pct] -clock clk0 [all_outputs]

===== ./design.v =====
package stop_it_pkg;
typedef enum logic [4:0] {
    WAITING_TO_START,
    STARTING,
    DECREMENTING,
    CORRECT,
    WRONG,
    WON
} state_t;
endpackage
package dinorun_pkg;
localparam int ScreenWidth = 640;
localparam int ScreenHeight = 480;
localparam int Ground = 400;
localparam int ObstacleInitialX = 640;
typedef enum logic [1:0] {
    STARTING,
    PLAYING,
    HIT
} state_t;
endpackage
module vga_timer (
    input  logic       clk_i,
    input  logic       rst_ni,
    output logic       hsync_o,
    output logic       vsync_o,
    output logic       visible_o,
    output logic [9:0] position_x_o,
    output logic [9:0] position_y_o
);
logic [9:0] position_x_d, position_x_q;
logic [9:0] position_y_d, position_y_q;
logic visible_d, visible_q;
always_ff @(posedge clk_i)
    begin
        if (!rst_ni) begin
            position_x_q <= 0;
            position_y_q <= 0;
            visible_q <= 0;
            vsync_q <= 1;
            hsync_q <= 1;
        end else begin
            position_x_q <= position_x_d;
            position_y_q <= position_y_d;
            visible_q <= visible_d;
            vsync_q <= vsync_d;
            hsync_q <= hsync_d;
        end
    end
always_comb
    begin
        position_x_d = position_x_q;
        position_y_d = position_y_q;
        if (position_x_q < 799) begin
            position_x_d = position_x_q + 1;
        end else begin
            position_x_d = 0;
            if (position_y_q < 524) begin
                position_y_d = position_y_q + 1;
            end else begin
                position_y_d = 0;
            end
        end
    end
assign position_x_o = position_x_q;
assign position_y_o = position_y_q;
logic vsync_d, vsync_q;
logic hsync_d, hsync_q;
always_comb begin
    if (position_x_o > 655 & position_x_o < 752) begin
        hsync_d = 0;
    end else begin
        hsync_d = 1;
    end
    if (position_y_o >= 490 & position_y_o <= 491) begin
        vsync_d = 0;
    end else begin
        vsync_d = 1;
    end
    if (position_x_o <= 639 && position_y_o <= 479) begin
        visible_d = 1;
    end else begin
        visible_d = 0;
    end
end
assign vsync_o = vsync_q;
assign hsync_o = hsync_q;
assign visible_o = visible_q;
endmodule

==> CHANGELOG.md <==
## Flow update

* Largest cells by area after synthesis: dfxtp_1 43%, nor2_1 4.6%, xnor2_1 4.1%
* Critical path capture point type: flop
* Wire length of the first global-routing pass at 4550 um
* Commonest cells after routing, fill and taps aside: 24 x clkdlybuf4s50_1, 23 x dfxtp_1, 13 x nor2_1, 10 x nand2_1
* Final period utilization at 70.3%
* Endpoints failing setup at 0
* Transition time at the pin with the least slew margin at 0.479 ns
* Insertion delay to the later sink of the worst-skew pair at 0.26 ns
* Die X at 117 um
* Ant diodes at 0
* Core Util, Final at 15.9%
* Worst setup slack before clock tree synthesis at 0.606 ns
* Shortest clock period the worst path allows after layout at 2.04 ns
* Initial antenna violation count at 0
* Chip area at 13700 um^2
* Routed vias at 945
* Cell area after synthesis at 1070 um^2
* Buffers on Ports at 24
* Worst VDD drop at 0.119 mV
* Detailed router's first-iteration violation count at 36
* Unrepaired setup endpoints after global routing: no
* Total number of clock tree sinks at 23
* Post-DRT Antenna Nets at 0
* Result of the run: complete, no violations
* # H-tree levels at 1
* Worst reg-to-reg path cell count at 5
* Static leakage at 0.478 nW
* DRC errors left at 0
* Largest area contributor in the synthesized netlist: dfxtp_1
* Post-synthesis cell count at 119
* Clock tree from TritonCTS: built
* Total CTS buffers at 3
* Worst path max stage delay at 0.57 ns
* Per-cell routed wire length at 11.3 um
* F_max at 491 MHz
* Worst min-delay path category: flop to flop
* CORE AREA at 9200 um^2
* Registers, synthesis at 23
* I/O pin count at 25
* Count of tool warnings at 25
* DIE HEIGHT at 117 um
* Worst reg2reg setup slack at 1.11 ns
* Vias in the first global route at 895
* Required time at the worst-slack endpoint at 3.03 ns
* Proportion of netlist area held by the largest area contributor at 43.1%
* Worst setup path end: position_y_q[7]
* Final Hold Violation Tally at 0
* Final worst clock skew at 0.00273 ns
* Share of cells above drive strength 1 at 9.86%
* Clock buffer depth at 2
* Pin count of the biggest net entering global routing at 13
* Total gr overflow at 0
* Quantity of hold-fixing buffers added after cts at 0
* Yosys cell count at 119
* Final routed wirelength across all metal layers at 2850 um
* Reg-to-reg endpoint: position_y_q[7]
* Fp util at 11.6%
* Number of resized instances in the post-cts repair step at 0
* Critical Path Fanout Max at 10
* Detailed-placement wirelength estimate at 2270 um
* Overall routing resource usage at 4.10%
* Power density cells at 372 nW/um^2
* Startpoint-to-endpoint class of the critical path: primary input to flop
* Critical path's slowest cell: clkdlybuf4s50_1
* Area growth syn-to-layout at 37.4%
* Kind of start point of the critical path: primary input
* Post-CTS Setup Repair Bufs at 0
* Clock-pin slew of the registers on the worst-case setup and hold paths at 0.08 ns
* Setup crit start: rst_ni
* Tally of unique sky130hd cells used after synthesis at 35
* Chain of cells forming the critical path: clkdlybuf4s50_1, nor2b_1, a31o_2, a21oi_1, nor3_1
* Sequential fraction of the synthesis area at 43.1%
* Normalized max-slew margin at 67.2%
* Iteration count of the initial detailed-routing pass at 4
* Arrival time of data at the critical path endpoint at 2.17 ns
* Most frequent logic cell in the layout: clkdlybuf4s50_1
* Yosys synthesis chip area at 1070 um^2
* Routed via count divided by cell count at 3.74
* Per-instance average area after synthesis at 8.97 um^2
* Fin worst setup slack at 0.863 ns
* Cell Rows at 35
* Setup TNS at 0 ns
* Final max-slew violation count at 0
* Yosys warning total at 1
* Max-Cap Viols at 0
* Root buffer cell: clkbuf_8
* Source of the worst register-to-register timing path: position_x_q[0]
* Final GP Congestion at 0.766
[area by class of cell]
type	instances	area, um^2
Fill cell	1026	7730
Multi-Input combinational cell	88	571
Timing Repair Buffer	24	240
Inverter	3	11.3
Sequential cell	23	460
Clock buffer	4	45.0
Tap cell	111	139
[sequential cells by signal, summed over array words and instances (netlist names)]
signal / flops
position_x_q: 10
visible_q: 1
position_y_q: 10
vsync_q: 1
hsync_q: 1
[synthesized netlist by cell type]
| cell type | instances |
|---|---|
| dfxtp_1 | 23 |
| nor2_1 | 13 |
| nand2_1 | 10 |
| a21oi_1 | 8 |
| nand3_1 | 8 |
| o21ai_0 | 5 |
| xnor2_1 | 5 |
| nand4_1 | 4 |
| xor2_1 | 4 |
| a41oi_1 | 3 |
| inv_1 | 3 |
| nor3_1 | 3 |
| a31oi_1 | 2 |
| and3_1 | 2 |
| buf_2 | 2 |
| clkbuf_1 | 2 |
| ha_1 | 2 |
| nor2b_1 | 2 |
| o31ai_1 | 2 |
| a2111oi_0 | 1 |
| a211oi_1 | 1 |
| a21bo_2 | 1 |
| a21o_4 | 1 |
| a21oi_2 | 1 |
| a31o_2 | 1 |
| and3_2 | 1 |
| and4_2 | 1 |
| buf_4 | 1 |
| nand2b_1 | 1 |
| nand4_2 | 1 |
| nand4_4 | 1 |
| nor3_2 | 1 |
| nor4bb_1 | 1 |
| or3b_2 | 1 |
| or4_4 | 1 |
[critical path: cells and delay by family]
| family | cells | cell delay (ns) |
|---|---|---|
| buffers and inverters | 1 | 0.57 |
| and+or+nand+nor | 2 | 0.35 |
| AOI/OAI and AO/OA | 2 | 0.66 |
[logic make-up (layout without fill, tap and decap cells)]
kind of cell,Yosys count,count (layout),synth area share (%)
AOI/OAI and AO/OA,26,26,16.6
xor gates and xnor gates,9,9,7.39
adders and majority gates,2,2,2.34
buffers and inverters,8,31,3.40
DFF,23,23,43.1
and+or+nand+nor,51,51,27.1
[metal layers]
layer / vias up / track usage (%) / routed length [um]
met3: 8 / 0.929 / 161
met5: - / 0 / 0
met1: 429 / 5.37 / 1260
met4: 0 / 0.741 / 74
met2: 30 / 6.82 / 1360
li1: 478 / - / -
[how the worst min path moves through the flow]
stage                  to  cells after the start       startpoint
5_1_grt           vsync_q                      1  position_y_q[8]
6_report  position_x_q[0]                      1  position_x_q[0]
4_1_cts           vsync_q                      1  position_y_q[8]
[through the flow]
| stage | hold slack [ns] | power, mW | instances | cell area, um^2 |
|---|---|---|---|---|
| 3_3_place_gp | 0.456 | 0.358 | 249 | 1420 |
| 2_1_floorplan | 0.420 | 0.344 | 119 | 1070 |
| 6_report | 0.486 | 0.545 | 253 | 1470 |
| 4_1_cts | 0.493 | 0.553 | 253 | 1470 |
| 5_1_grt | 0.515 | 0.568 | 253 | 1470 |
| 3_5_place_dp | 0.471 | 0.358 | 249 | 1420 |
[power breakdown]
part	total, mW	internal, mW	leakage, nW	switching [mW]
combinational	0.0247	0.0136	0.269	0.0111
clock	0.196	0.0979	0.0228	0.0977
sequential	0.325	0.320	0.186	0.00520
Power is estimated from default activity; no workload was simulated.
